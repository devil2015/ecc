==> design/flow/design.v <==
`timescale 1ns / 1ps
	module Fifo_512#(
	parameter Data=512,
	parameter Adbus=3)(
		 input wire              clk,
		 input wire              wr_en,            
		 input wire              rd_en,             
		 input wire [Data-1:0]   Data_in,
		 output reg [Data-1:0]   Data_out,
		 output wire             In_Busy,          
		 output wire 		       Out_Busy         
		 );
	assign In_Busy=count[3]?1'h1:1'h0;
	assign Out_Busy=(count==4'h0)?1'h1:1'h0;
	reg [Data-1:0]  Fifo_memory [0:7];
	reg [Adbus-1:0] rd_addr,wr_addr;                  
	reg [3:0] count;                                  
	initial begin
		rd_addr <= 6'h0;
		wr_addr <= 6'h0;
		count   <= 4'h0;
		end
	always@(posedge clk) begin
		if(wr_en && !count[3]) begin
			Fifo_memory [wr_addr] <=  Data_in;
			wr_addr            <= (wr_addr+1'h1)%4'h8;     
			end		
		if(rd_en && count[3:0]!=4'h0) begin
			Data_out <=  Fifo_memory [rd_addr];
			rd_addr  <= (rd_addr+1'h1)%4'h8;		
			end
		if(wr_en && !rd_en &&  !count[3])
				count <= count+1'h1;
		else if(!wr_en && rd_en && (count[3:0]!=4'h0))
				count <= count-1'h1;
		else
				count <=count;
	end
endmodule
==> design/flow/run.sh <==
#!/bin/bash
# OpenROAD 26Q1-2900-gdf79404cd8, Yosys 0.63+post, stock flow scripts
make -C /OpenROAD-flow-scripts/flow DESIGN_CONFIG=/design/flow/config.mk WORK_HOME=/design/flow/orfs finish
==> design/flow/config.mk <==
export PLATFORM = sky130hd
export DESIGN_NAME = Fifo_512
export DESIGN_NICKNAME = Fifo_512
export VERILOG_FILES = /design/flow/design.v
export SDC_FILE = /design/flow/constraint.sdc
export NUM_CORES = 4
export LEC_CHECK = 1
export CORE_UTILIZATION = 40
==> design/flow/constraint.sdc <==
current_design Fifo_512

set clk_period 327.4
set clk_io_pct 0.2

create_clock -name clk0 -period $clk_period [get_ports {clk}]

set non_clock_inputs [all_inputs -no_clocks]
set_input_delay [expr $clk_period * $clk_io_pct] -clock clk0 $non_clock_inputs
set_output_delay [expr $clk_period * $clk_io_pct] -clock clk0 [all_outputs]
==> GITHUB_STEP_SUMMARY <==
## Synthesis and layout report

| Metric | Value |
|---|---|
| Status | `finished, final reports clean` |
| Final period util | `0.2143` |
| Pre-CTS setup slack | `256.09 ns` |
| Post-CTS Setup Repair Bufs | `0` |
| Top cells by area | `edfxtp_1 (82%), mux4_2 (14%), mux2_2 (3.4%)` |
| RR Startpoint | `rd_addr[0]$_DFFE_PP_` |
| Layout cells sized above 1 | `0.2884` |
| Top cells excl fill/tap | `edfxtp_1 (4618), clkdlybuf4s50_1 (1028), mux4_2 (1024)` |
| Area leader share | `0.8198` |
| Hold-fix buffers at CTS | `0` |
| Drt wl/cell | `26.84 um` |
| Yosys chip area | `169100 um2` |
| Largest net degree at the start of global routing | `89` |
| CTS sink cnt | `4618` |
| Post-CTS sizing | `0` |
| Fmax | `14.25 MHz` |
| Core footprint | `420500 um2` |
| IR Drop Worst-Case VDD | `0.000005726 V` |
| Crit start category | `input port` |
| Seq/Total Area, Yosys | `0.8198` |
| Required time of the critical path | `328.03 ns` |
| Row count | `238` |
| P_leak | `62.98 nW` |
| Top Layer Used | `met5` |
| Gp weighted congestion | `0.8095` |
| IO Pins | `1029` |
| Iter 0 DRT Violations | `4446` |
| Power Dens Cells | `6.614 nW/um2` |
| Root buffer cell | `clkbuf_16` |
| # DRC | `0` |
| Met3 routed WL | `53340 um` |
| Fillers | `32879` |
| Crit path time final | `70.17 ns` |
| Tool warning count | `27` |
| Total global-route track usage | `0.1943` |
| Post-route ant nets | `0` |
| Fin. Hold Viols | `0` |
| Final setup viols | `0` |
| Register area | `138700 um2` |
| Vias in the first global route | `79966` |
| Yosys top cell by area | `edfxtp_1` |
| Latency at later pin | `1.00 ns` |
| Antenna violations before repair | `198` |
| Worst-path clk slew | `0.06 ns` |
| CTS tree | `yes` |
| CP Class | `in2reg` |
| Count of pins over their slew limit | `0` |
| Crit end category | `flip-flop` |
| Worst-Margin Slew | `0.8209 ns` |
| Met1 Routed Length | `125700 um` |
| RSZ-0062 raised after global routing | `false` |
| Vias/cell | `5.204` |
| Synth warnings | `1` |
| Worst hold path type | `reg2reg` |
| IO Port Bufs | `1028` |
| Area growth from synthesis to layout | `19.23%` |
| # Cells Yosys | `6473` |
| Slew HR | `0.4477` |
| Final WS setup | `257.23 ns` |
| Most frequent logic cell in the layout | `edfxtp_1` |
| Synth flops | `4618` |
| H-tree depth | `5` |
| Worst setup path startpoint | `wr_en` |
| Clock buffer depth | `4` |
| Via count | `72612` |
| FP Util | `0.4023` |
| Die Height | `652.3 um` |
| Num CTS Buffers | `455` |
| CP max FO | `87` |
| Post-Synthesis Cell Area | `169100 um2` |
| Max Cap Viol | `0` |
| GRT overflow | `0` |
| Final WL | `374500 um` |
| Setup tns final | `0 ns` |
| Skew final | `0.06078 ns` |
| DR pass1 iterations | `7` |
| Global-route wire length before repair | `544700 um` |
| Worst hold start | `wr_addr[2]$_DFFE_PP_` |
| Die span in x | `652.3 um` |
| Unique cell types | `21` |
| WL met2 | `183800 um` |
| Mean Syn Cell Area | `26.13 um2` |
| Comb gate area | `29100 um2` |
| Arr. time, crit path | `70.80 ns` |
| DPL Wire Length | `229300 um` |
| Synth Instances | `6473` |
| Die area | `425500 um2` |
==> path summary, 6_finish.rpt <==
check	slack (ns)	to	depth (start not counted)
max	257.23	Fifo_memory[5][229]$_DFFE_PP_	11
min	0.62	wr_addr[2]$_DFFE_PP_	1
max reg2reg	320.07	Data_out[300]$_DFFE_PP_	11
min reg2reg	0.62	wr_addr[2]$_DFFE_PP_	1
==> cell families after synthesis <==
| logic type | share of synthesized area |
|---|---|
| AOI/OAI and AO/OA | 0.0001480 |
| muxes | 0.1704 |
| xor gates and xnor gates | 0.0002072 |
| DFF | 0.8198 |
| adders and majority gates | 0.0004142 |
| buffers and inverters | 0.008529 |
| and+or+nand+nor | 0.0004513 |
==> per-stage QoR <==
| step | instances | utilization | hold slack [ns] | power, W | instance area [um2] |
|---|---|---|---|---|---|
| 2_1_floorplan | 6473 | - | 0.5354 | 0.0007873 | 169200 |
| 3_3_place_gp | 13044 | 0.4442 | 0.6368 | 0.0008387 | 186800 |
| 3_5_place_dp | 13044 | 0.4442 | 0.6216 | 0.0008400 | 186800 |
| 4_1_cts | 13882 | 0.4792 | 0.6325 | 0.001350 | 201500 |
| 5_1_grt | 13910 | 0.4794 | 0.6654 | 0.001380 | 201600 |
| 6_report | 13953 | 0.4797 | 0.6200 | 0.001334 | 201700 |
==> worst max-delay path, cell delays in order <==
cell             delay, ns
clkdlybuf4s50_1       0.55
nor2b_1               0.21
buf_4                 0.22
nand2_1               0.24
nor2_4                0.18
buf_4                 0.61
buf_4                 0.67
buf_4                 0.64
buf_12                0.52
buf_4                 0.65
buf_4                 0.57
==> final cells by class <==
cell class                 count  area share
sequential                  4618      0.6876
multi-input combinational   1566      0.1443
timing repair buffer        1216     0.05920
clock buffer                 535     0.05826
tap                         5640     0.03499
clock inverter               303     0.01476
antenna                       71   0.0008809
inverter                       4  0.00007444
==> flip-flops by register name, summed over array words and instances, names as in the netlist <==
name         cells
rd_addr          3
Data_out       512
wr_addr          3
Fifo_memory   4096
count            4
==> Yosys cell counts, drive strengths merged <==
master  instances
fa              1
nor4            1
mux2          512
nand2b          2
nand2           4
a21oi           2
nor3            2
ha              4
o31ai           1
mux4         1024
clkbuf        129
xnor2           1
nor2            7
nor2b           1
xor2            3
edfxtp       4618
inv             4
buf           156
a21o            1
==> power breakdown <==
group	total [W]	switching (W)	leakage, nW	internal, W
registers	0.000689	0.00000644	42.1	0.000682
clock network	0.000510	0.000216	7.20	0.000294
logic	0.000135	0.0000680	13.7	0.0000673
==> routing by layer <==
metal	vias to the layer above	track usage
met1	37164	0.2490
li1	30870	-
met5	-	0.002716
met2	3657	0.2931
met4	170	0.04316
met3	751	0.1268
Power and IR drop assume default switching activity.
