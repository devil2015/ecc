$ cat flow/config.mk
export PLATFORM = sky130hd
export DESIGN_NAME = Register_Module
export DESIGN_NICKNAME = Register_Module
export VERILOG_FILES = /design/flow/design.v
export SDC_FILE = /design/flow/constraint.sdc
export NUM_CORES = 4
export LEC_CHECK = 1
export CORE_UTILIZATION = 50
$ cat flow/constraint.sdc
current_design Register_Module

set clk_period 139.0
set clk_io_pct 0.2

create_clock -name clk0 -period $clk_period [get_ports {clk}]

set non_clock_inputs [all_inputs -no_clocks]
set_input_delay [expr $clk_period * $clk_io_pct] -clock clk0 $non_clock_inputs
set_output_delay [expr $clk_period * $clk_io_pct] -clock clk0 [all_outputs]
$ cat flow/design.v
`timescale 1ns / 1ps
module Register_Module#(
parameter Data=256)(
input  wire               clk,
input  wire               wr_reg,
input  wire  [Data-1:0]   Input_Data_A,
input wire   [Data-1:0]   Input_Data_B,
input  wire               Reg_fifo_In_Core2,
input  wire               Reg_fifo_In_Core1,
input  wire   [1:0]       Addr_Reg_A_1,
input  wire   [1:0]       Addr_Reg_A_2,
input  wire   [1:0]       Addr_Reg_B,
input wire    [1:0]       Data_A_B_Core1,         
input wire                Msb_Core1,              
input wire                Mul_Msb,
output reg   [Data-1:0]   Data_Out_Core1,
output reg   [Data-1:0]   Data_Out_Core2  
    );
   reg [Data-1:0] Register_A[0:5],Register_B[0:5];
	reg [2:0]     X;
	always @(posedge clk) begin
	if(wr_reg)
		X<=2'h0;
	else
		X<=2'hz;
			case(X)
				2'h0:begin
					Register_A[0] <= Input_Data_A;
					Register_B[0] <= Input_Data_B;
					X<=2'h1;
					end
				2'h1:begin
					Register_A[1]<=Input_Data_A;
					Register_B[1] <=Input_Data_B;
					X<=2'h2;
					end
				2'h2:begin
					Register_A[2]<= Input_Data_A;
					Register_B[2] <=Input_Data_B;
					X<=2'h3;
					end
				endcase
			end
		always @(posedge clk) begin
			case(Data_A_B_Core1)
			2'h0:begin
				if(Msb_Core1)
					Data_Out_Core1<={Register_A[Addr_Reg_A_1][255:128],Register_B[Addr_Reg_A_2][255:128]};
					else
					Data_Out_Core1<={Register_A[Addr_Reg_A_1][127:0],  Register_B[Addr_Reg_A_2][127:0]};
					end
			2'h1:begin
					Data_Out_Core1<={Register_A[Addr_Reg_A_1][255:128],Register_A[Addr_Reg_A_2][127:0]};
				end
			2'h2:begin
					Data_Out_Core1<={Register_B[Addr_Reg_A_1][255:128],Register_B[Addr_Reg_A_2][127:0]};
					end
				endcase
				if(Mul_Msb)
					Data_Out_Core2<={Register_A[Addr_Reg_B][255:128],Register_B[Addr_Reg_B][255:128]};
					else
					Data_Out_Core2<={Register_A[Addr_Reg_B][127:0],  Register_B[Addr_Reg_B][127:0]};
					end
	endmodule				
$ cat flow/run.sh
#!/bin/bash
# OpenROAD 26Q1-2900-gdf79404cd8, Yosys 0.63+post, stock flow scripts
make -C /OpenROAD-flow-scripts/flow DESIGN_CONFIG=/design/flow/config.mk WORK_HOME=/design/flow/orfs finish
==> out/metrics.yaml <==
status:
  status: "complete, no violations"
sta:
  rsz0062_at_grt: "no"
  slew_headroom: 0.442
  setup_violations: 0
  finalCriticalPeriod_ps: 32250
  max_freq_mhz: 31.0
  fin_crit_sh: 0.232
  fin_worst_skew_ps: 24.0
  hold_violations: 0
  worst_pin_slew_ps: 837
  maxSlewViolCount: 0
  fin_tns_setup_ps: 0
power_and_ir_drop:
  pwr_density_cell_nw_per_um2: 13.1
  swShare: 0.240
  p_int_mw: 1.11
  switchingPower_mw: 0.351
  max-vdd-ir-drop_v: 0.0000124
  combPwrFrac: 0.136
  pwr-share-clk: 0.386
  leakage_nw: 36.7
  p_seq_frac: 0.479
yosys:
  simple_gate_area_frac: 0.0902
  mux_share: 0.0620
  yosys.area_share.xor_xnor: 0
  synth_area_per_cell_sq_um: 14.7
  yosys-stat-cells: 6325
  ys_top_logic_family: "AND-OR/OR-AND gates"
  yosysWarningCount: 516
  ys_area_sq_um: 93000
  yosysSeqAreaShare: 0.635
  async_flop_share: 0
  flop_cell: "edfxtp_1"
  ys_sh_adder: 0.00121
  compound_area_frac: 0.174
  ys.flops: 2052
  yosys.cell_types.count: 25
  edf_count: 1792
  syn_area_sq_um: 93000
  synth_cells: 6325
grt:
  grt_use_total: 0.362
  grt_max_degree: 138
  gr-total-overflow: 0
  grt_pass1_vias: 66900
  grt_pass1_wl_mm: 448
  antenna_found_initial: 176
detailed_routing:
  ant_nets: 0
  drcViolationCount: 0
  drt_iter0_markers: 4099
  viasPerCell: 6.67
  finalWirelength_mm: 312
  first_pass_iters: 6
  route.vias.total: 65400
  route.detailed.wl_per_inst_um: 31.8
critical_path:
  cp.required_ps: 139670
  cp_data_arrival_time_ps: 32920
  crit_path_end_kind: "flop"
  cp-start-kind: "input port"
  crit_type: "in2reg"
  worstPathMaxFanout: 66
cells_and_area:
  final_core_util: 0.608
  syn_to_final_growth_pct: 20.2
  fillers: 13600
  final_cell_mix: "1,792 x edfxtp_1, 1,032 x clkdlybuf4s50_1, 716 x a221o_1, 716 x nand2b_1, 716 x nand3_1"
  fin_area_sq_um: 112000
  drive_gt1_frac: 0.104
  final_common_cell: "edfxtp_1"
clock_network:
  cts_tree: "yes"
  htree_levels: 4
  cts_buffers: 213
  cts_resized: 0
  cts_hold_buf: 0
  clk_pin_slew_ps: 60
  clock_path_buffers: 3
  post_cts_buffers: 0
  clockRootBuffer: "clkbuf_16"
  clock_latency_ps: 870
  cts_sinks: 2052
floorplan:
  fp-row-count: 157
  die_height_um: 433
  fp_util: 0.506
  die_x_um: 433
  coreArea_sq_um: 184000
  pin_count: 1038
  die-area_sq_um: 188000
place:
  hpwl_mm: 192
  placed_cell_area_sq_um: 105000
  io_buffers: 1034
  gp_congestion: 0.948
job:
  warnings: 44
  maxCapViolCount: 0
worst_hold_path:
  hold_class: "reg2reg"
per-layer routing:
metal	track usage	wire length (um)	vias to the layer above
li1	-	-	28200
met1	0.469	104000	32600
met2	0.521	147000	3616
met3	0.163	36200	872
met4	0.235	23700	120
met5	0.0167	880	-
synthesized netlist by cell type (23+ instances only):
master	instances	share of area
a221o_1	716	0.077
a221oi_1	52	0.0049
a22o_1	512	0.048
a31oi_1	243	0.016
a32oi_1	243	0.023
buf_1	40	0.0016
buf_2	291	0.016
buf_6	62	0.0075
clkbuf_1	278	0.011
dfxtp_1	260	0.056
edfxtp_1	1792	0.58
inv_1	23	0.00093
mux4_2	256	0.062
nand2b_1	716	0.048
nand3_1	716	0.039
nor2b_1	26	0.0017
worst paths after layout:
| kind | start | endpoint | slack [ps] | cells after the start |
|---|---|---|---|---|
| worst min register to register | X[0] | X[1] | 320 | 0 |
| worst max-delay path | Addr_Reg_A_1[0] | Data_Out_Core1[166] | 106750 | 11 |
| worst max register to register | X[2] | Register_B[2][34] | 135330 | 4 |
| worst min-delay path | X[0] | X[1] | 320 | 0 |
cell families (layout without fill, tap and decap cells):
family                   after synthesis  count (layout)
multiplexers                         256             256
AND/OR/NAND/NOR                     1484            1484
adder cells (fa/ha/maj)                9               9
AND-OR/OR-AND                       1818            1818
buffers and inverters                706            1626
flip-flops                          2052            2052
other                                  0             103
state kept, by name (all words and copies together), names as in the netlist:
name and cells:
Data_Out_Core1 256, Data_Out_Core2 256, Register_A 768, Register_B 768
X 4
critical path, stage by stage:
cell and delay, ps:
clkdlybuf4s50_1 530, inv_1 90, ha_4 670, buf_4 560
buf_4 740, buf_4 570, buf_4 620, buf_4 530
a221o_1 220, nand3_1 90, a32oi_1 340
through the flow:
step           hold WS [ps]  setup slack (ps)  total power, mW  std cells
2_1_floorplan           310            105480            0.805       6325
3_3_place_gp            310            106020            0.909       9303
3_5_place_dp            312            106020            0.909       9303
4_1_cts                 324            106890             1.47       9709
5_1_grt                 325            106520             1.51       9797
6_report                324            106750             1.46       9812
layout make-up:
type                       instances  area [sq um]  share of cell area
inverter                          24           105            0.000940
tap                             2464          3080              0.0276
antenna                          103           258             0.00231
clock inverter                   118          1060             0.00951
multi-input combinational       3567         30600               0.273
timing repair buffer            1196         11800               0.105
clock buffer                     288          5870              0.0525
sequential                      2052         59000               0.528
power by group through the flow:
stage / combinational [mW] / clock, mW / sequential, mW
CTS: 0.198 / 0.573 / 0.700
global route: 0.211 / 0.597 / 0.701
finish: 0.199 / 0.564 / 0.700
Power and IR drop assume default switching activity.
